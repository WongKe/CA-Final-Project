==> /design/flow/design.v <==
module registerfile(readAddr1,readAddr2,writeAddr,writeData,writeEnable,clk,readData1,readData2,reset);
  input [4:0] readAddr1, readAddr2,writeAddr;
  input [31:0] writeData;
  input writeEnable, clk,reset;
  output [31:0] readData1,readData2;
  reg [31:0] registers [0:31]; 
  always @(posedge clk)
  begin
  if (writeEnable)
    registers[writeAddr] <= writeData; 
  else
    registers[writeAddr] <= 32'hxxxxxxxx; 
  end
assign readData1 = registers[readAddr1]; 
assign readData2 = registers[readAddr2]; 
endmodule
==> /design/flow/run.sh <==
#!/bin/bash
# OpenROAD 26Q1-2900-gdf79404cd8, Yosys 0.63+post, stock flow scripts
make -C /OpenROAD-flow-scripts/flow DESIGN_CONFIG=/design/flow/config.mk WORK_HOME=/design/flow/orfs finish
==> /design/flow/config.mk <==
export PLATFORM = sky130hd
export DESIGN_NAME = registerfile
export DESIGN_NICKNAME = registerfile
export VERILOG_FILES = /design/flow/design.v
export SDC_FILE = /design/flow/constraint.sdc
export NUM_CORES = 4
export LEC_CHECK = 1
export CORE_UTILIZATION = 30
==> /design/flow/constraint.sdc <==
current_design registerfile

set clk_period 5.1
set clk_io_pct 0.2

create_clock -name clk0 -period $clk_period [get_ports {clk}]

set non_clock_inputs [all_inputs -no_clocks]
set_input_delay [expr $clk_period * $clk_io_pct] -clock clk0 $non_clock_inputs
set_output_delay [expr $clk_period * $clk_io_pct] -clock clk0 [all_outputs]
==> flow_summary_export.csv <==
group,metric,value,unit
power_and_ir_drop,seqPwrFrac,49.8,%
final_timing,tns,0,ps
layout,largest_register,"registers",
power_and_ir_drop,p_int,14.6,mW
floorplan,ios,114,
detailed_routing,routed_via_density,5.41,
worst_hold_path,hold_path.class,"primary input to flip-flop",
critical_path,path_max_fanout,18,
yosys,yosys_warnings,1,
detailed_routing,wire_per_inst,27.5,um
yosys,synthesis.area,0.0485,mm2
global_routing,grt_max_degree,68,
place,numPortBuffers,111,
final_timing,finalSetupViolCount,0,
floorplan,chipArea,0.163,mm2
clock_network,clk_pin_slew_worst_paths,60,ps
clock_network,clock-sinks,1024,
yosys,ys_types,25,
layout,syn2layout_area_growth,17.3,%
worst_hold_path,min_from,"writeData[25]",
clock_network,post-cts-setup-buffers,0,
power_and_ir_drop,p_switching,4.50,mW
clock_network,cts_buffers,105,
floorplan,core,0.161,mm2
detailed_routing,drt_iter0_markers,2106,
floorplan,num_rows,147,
worst_hold_path,hold_depth,2,
place,place_inst,5530,
final_timing,layout_setup_ws,333,ps
global_routing,antenna_found_initial,7,
layout,drive_gt1_share,11.0,%
power_and_ir_drop,p_per_area,335,mW/mm2
floorplan,die_width,404,um
place,dpl_worst_slack,353,ps
detailed_routing,drt_pass1_iterations,7,
critical_path,crit_arrival,3750,ps
final_timing,maxSlewViolCount,0,
power_and_ir_drop,peakVddDrop,0.266,mV
final_timing,max_slew.worst_pin.slew,972,ps
global_routing,grt_pass1_wl,223000,um
yosys,yosys_register_bits,1024,
detailed_routing,dr_total_vias,31000,
power_and_ir_drop,p_leak,20.5,nW
clock_network,clk_path_buf_depth,3,
layout,largest_reg_flops,1024,
clock_network,cts-resized-gates,0,
power_and_ir_drop,p_clk_share,39.9,%
layout,final_cell_area,0.0569,mm2
flow_run,warnings,28,
yosys,async_flop_share,0,%
layout,reg_top3,"registers (1024)",
floorplan,fp_util,30.2,%
power_and_ir_drop,swShare,23.6,%
final_timing,slew_headroom,35.0,%
critical_path,cp-end-kind,"output port",
global_routing,overflow,0,
yosys,yosys.area.top_type,"edfxtp_1",
detailed_routing,drc_errors,0,
critical_path,startpoint_type,"primary input",
yosys,synth-edff-count,1024,
detailed_routing,wirelength,158000,um
place,gp_congestion,0.869,
place,place_hpwl,90100,um
floorplan,die_y,404,um
flow_run,maxCapViolations,0,
layout,stdcell_count,5726,
clock_network,clockRootBuffer,"clkbuf_16",
yosys,synthTopCellsByCount,"edfxtp_1 (1,024), mux2i_1 (1,024), a22oi_1 (320)",
yosys,synthFlopType,"edfxtp_1",
yosys,topCellsByArea,"edfxtp_1 (63%), mux2i_1 (21%), a22oi_1 (5.0%)",
yosys,syn_inst,3324,
power_and_ir_drop,combPwrFrac,10.2,%
status,status,"finished clean",
critical_path,crit_required,4080,ps
yosys,yosys_area,0.0485,mm2
yosys,synth-seq-area-share,63.4,%
yosys,avgSynthCellArea,14.6,um2
final_timing,post-route-min-period,4770,ps
clock_network,cts_hold_buffers,0,
critical_path,path_class,"primary input to output port",
clock_network,cts_tree,"yes",
final_timing,rsz0062_at_grt,"no",
clock_network,htreeDepth,3,
yosys,ys_cells,3324,
final_timing,fin_crit_sh,93.5,%
final_timing,finalHoldViolCount,0,
detailed_routing,detail-route-antenna-nets,0,
global_routing,grt_pass1_vias,32100,
global_routing,grt.total_usage,20.2,%
yosys,top_area_share,63.4,%
critical_path,startpoint,"readAddr1[0]",
worst_hold_path,hold_end,"registers[25][25]",
final_timing,fmax,210,MHz
place,placed_cell_area,0.0535,mm2
-- kinds of logic (layout without fill, tap and decap cells) --
logic type,after synthesis,in the layout,synth area share (%)
buffers and inverters,255,496,2.96
AOI/OAI and AO/OA,544,544,7.84
DFF,1024,1024,63.4
other,0,1,0
and+or+nand+nor,477,477,4.65
muxes,1024,1024,21.1
-- worst max-delay path by stage --
stage,endpoint,slack (ps)
after CTS,readData2[28],350
after global routing,readData1[19],200
final,readData1[19],330
-- metal layers --
layer	vias up	share of wire, %	GRT usage [%]
li1	13600	-	-
met1	15300	35	23.2
met2	1787	45	29.6
met3	287	18	15.8
met4	16	2.7	4.53
met5	-	0.25	1.72
-- layout make-up --
cell class	count	area, um2
multi-input cells	2045	16600
flip-flops and latches	1024	30700
well taps	2160	2700
diodes	1	2.50
clock buffers	127	2750
repair buffers	301	3460
fillers	15000	104000
clock inverters	68	608
-- through the flow --
stage          hold slack (ps)  util, %  power, mW
6_report                  1140     35.4       19.1
5_1_grt                   1130     35.4       19.6
4_1_cts                   1100     35.4       19.2
3_5_place_dp              1860     33.3       11.6
3_3_place_gp              1850     33.3       11.6
2_1_floorplan             1120        -       10.7
-- cell usage in the layout (no fill, tap or decap), types with 35 or more instances in the layout --
cell             instances
nand3_1                225
clkbuf_16              107
a22oi_1                320
clkdlybuf4s50_1        109
nand2_1                130
buf_4                  117
nor2_4                  35
mux2i_1               1024
a21oi_1                128
edfxtp_1              1024
a22o_1                  64
buf_12                  73
-- power groups by stage --
stage,Combinational (mW),Clock (mW),Sequential [mW]
finish,1.95,7.62,9.51
global route,2.08,8.02,9.52
CTS,1.95,7.72,9.51
-- critical path, cell delays in order --
cell             delay, ps
clkdlybuf4s50_1        610
and2b_4                420
buf_12                 240
a22o_1                 140
nor3_1                  60
a31oi_1                330
nand3_1                340
clkdlybuf4s50_1        560
No activity file was given, so power comes from the tool's default toggle rates.
