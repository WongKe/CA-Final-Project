<file path="flow/run.sh">
#!/bin/bash
# OpenROAD 26Q1-2900-gdf79404cd8, Yosys 0.63+post, stock flow scripts
make -C /OpenROAD-flow-scripts/flow DESIGN_CONFIG=/design/flow/config.mk WORK_HOME=/design/flow/orfs finish
</file>
<file path="flow/config.mk">
export PLATFORM = sky130hd
export DESIGN_NAME = Adder
export DESIGN_NICKNAME = Adder
export VERILOG_FILES = /design/flow/design.v
export SDC_FILE = /design/flow/constraint.sdc
export NUM_CORES = 4
export LEC_CHECK = 1
export CORE_AREA = 10 10 107 107
export DIE_AREA = 0 0 117 117
</file>
<file path="flow/constraint.sdc">
current_design Adder

set clk_period 14.5
set clk_io_pct 0.2

create_clock -name clk0 -period $clk_period

set non_clock_inputs [all_inputs -no_clocks]
set_input_delay [expr $clk_period * $clk_io_pct] -clock clk0 $non_clock_inputs
set_output_delay [expr $clk_period * $clk_io_pct] -clock clk0 [all_outputs]
</file>
<file path="flow/design.v">
module Adder(input0, input1, output0);
  input [31:0] input0, input1;
  output reg [31:0] output0;
  always @ (input0 or input1) begin
    output0 = input0 + input1;
  end
endmodule
</file>
==> run_results.csv <==
group,metric,value,unit
outcome,status,"completed",
layout,drive_gt1_share,3.07,%
final_timing,worst_slew_pin_slew,0.558,ns
routing,detail-route-antenna-nets,0,
synthesis,syn_inst,241,
layout,syn_to_final_growth,60.5,%
final_timing,fmax,114,MHz
layout,n_sequential_cell,0,
synthesis,ys_sh_aoi,39.3,%
layout,n_clock_buffer,0,
floorplan,fp_util,19.0,%
synthesis,top_area_share,22.2,%
synthesis,top_area_cell,"ha_1",
final_timing,slew-limit-headroom,61.9,%
floorplan,fp.coreArea,0.00920,mm²
synthesis,ys_area,0.00174,mm²
place,gp_congestion,0.828,
worst_setup_path,startpoint_type,"input port",
routing,vias_per_cell,4.85,
synthesis,yosys.stat.seqShare,0,%
final_timing,layout_min_cycle_time,8.79,ns
synthesis,top_cells_by_area,"ha_1, a21oi_1, a21o_1, xor2_1, xnor2_1",
pwr,powerDensity,48.2,mW/mm²
grt,grt_pass1_wl,10200,µm
worst_hold_path,hp-class,"input port to primary output",
floorplan,boundaryPins,96,
final_timing,slew_violations,0,
worst_hold_path,hp-start,"input1[0]",
routing,drc_errors,0,
worst_setup_path,cp.arrival,5.89,ns
synthesis,common_cells,"ha_1, a21oi_1, a21o_1, nand2_1, xor2_1",
synthesis,top_cell,"ha_1",
routing,wirelength,6270,µm
place,port_buffers,96,
synthesis,top_logic_kind,"AND-OR/OR-AND gates",
final_timing,setup_slack,5.71,ns
final_timing,setup_viol,0,
synthesis,postSynthAreaPerCell,7.24,µm²
grt,grt_overflow,0,
routing,drt_iter0_drc,83,
floorplan,die-area,0.0137,mm²
floorplan,die_y,117,µm
worst_setup_path,worst_setup_path_end_kind,"primary output",
synthesis,synth.yosys.warnings,1,
cts,postCtsHoldBufs,0,
grt,grt_use_total,8.96,%
place,place_hpwl,5560,µm
final_timing,grt_setup_unrepaired,"no",
synthesis,synth_area,0.00174,mm²
final_timing,period_used_share,60.7,%
synthesis,mux_area_share,1.15,%
routing,drt-pass1-iter-count,4,
pwr,ir_drop,0.0166,mV
worst_hold_path,worstHoldPathCells,3,
pwr,p_leak,1.18,nW
grt,grt_max_degree,11,
layout,ff_latch_area,0,µm²
grt,grt_antenna_before_repair,1,
floorplan,die_w,117,µm
place,dp_cells,437,
synthesis,simple_gate_area_share,18.3,%
routing,avgRoutedWirePerCell,14.3,µm
run,cap_violations,0,
routing,num_antenna_cells,0,
run,warnings,32,
synthesis,ys_cells,241,
routing,routed-via-count,2121,
cts,post-cts-setup-buffers,0,
layout,fin_cells,437,
floorplan,num_rows,35,
worst_hold_path,holdPathEnd,"output0[0]",
synthesis,ys_sh_adder,23.4,%
final_timing,hold_viol,0,
worst_setup_path,path_class,"input port to primary output",
final_timing,tns,0,ns
synthesis,synth_cell_types,50,
worst_setup_path,critPathRequiredTime,11.60,ns
place,place_ws,5.69,ns
synthesis,xor_share,14.1,%
grt,grt_pass1_vias,2105,
worst_setup_path,worst-path-max-fanout,4,
cts,cts_resized,0,
## where the power goes
part / internal, W / switching, W / total, W
registers: 0 / 0 / 0
logic: 0.0000805 / 0.0000545 / 0.000135
clock network: 0 / 0 / 0
## worst max-delay path by stage
stage,start,end,slack (ns),cells past startpoint
after CTS,input0[0],output0[26],5.68,11
after global routing,input1[0],output0[18],5.49,11
final,input0[0],output0[26],5.71,11
## metrics by stage
| step | instance area, µm² | hold slack, ns | total power (W) | util, % |
|---|---|---|---|---|
| after floorplan | 1740 | 5.87 | 0.0000641 | - |
| after global placement | 2800 | 6.83 | 0.000137 | 30.4 |
| after detailed placement | 2800 | 6.84 | 0.000136 | 30.4 |
| after CTS | 2800 | 6.84 | 0.000137 | 30.4 |
| after global routing | 2800 | 6.87 | 0.000151 | 30.4 |
| final | 2800 | 6.83 | 0.000135 | 30.4 |
## cell families after synthesis
family          Yosys count
fa+ha+maj                32
buf+inv                  17
xor+xnor                 28
mux                       2
simple gates             65
compound gates           97
## layout by cell type, fill, tap and decap left out, drive strengths merged, types with 2 or more instances in the layout
master	instances
a211oi	3
a21o	19
a21oi	29
a311oi	3
a31oi	3
clkdlybuf4s50	96
ha	31
inv	6
mux2i	2
nand2	18
nand2b	2
nand3	10
nand4	8
nor2	12
nor3	4
o211ai	3
o21a	2
o21ai	15
o21bai	5
o221ai	2
o311ai	2
or2	3
xnor2	13
xor2	15
## worst max-delay path: stages
cell,delay (ns)
clkdlybuf4s50_1,0.41
ha_1,0.24
fa_1,0.40
a21o_1,0.22
a31o_2,0.28
nand3_1,0.09
o221ai_1,0.23
a311oi_1,0.37
o21bai_1,0.11
xor2_1,0.14
clkdlybuf4s50_1,0.50
## final cells by class
type | instances | area [µm²]
Tap cell | 111 | 139
Inverter | 6 | 22.5
Multi-Input combinational cell | 224 | 1680
Fill cell | 974 | 6400
Timing Repair Buffer | 96 | 961
## metal layers
metal / track usage [%] / share of wire [%]
met1: 11.4 / 44
met2: 15.1 / 46
met3: 3.20 / 11
met4: 0 / 0.016
met5: 0 / 0.21
No activity file was given, so power comes from the tool's default toggle rates.
