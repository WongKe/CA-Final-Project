[design/flow/design.v]
`timescale 1ns / 1ns
module ALU(ALUop, in0, in1, ALUresult, Zero);
  input [3:0] ALUop;
  input [31:0] in0, in1;
  output reg [31:0] ALUresult;
  output Zero;
  assign Zero = (ALUresult == '0);
  always @ (in0 or in1 or ALUop) begin
    case (ALUop)
      4'b0000: begin ALUresult = in0 & in1; end
      4'b0001: begin ALUresult = in0 | in1; end
      4'b0010: begin ALUresult = in0 + in1; end
      4'b0110: begin ALUresult = in0 - in1; end
      4'b0111: begin ALUresult = in0 < in1 ? 1 : 0; end
      4'b1000: begin ALUresult = ~(in0 | in1); end
      default: begin ALUresult = 0; end
    endcase
  end
endmodule
[design/flow/run.sh]
#!/bin/bash
# OpenROAD 26Q1-2900-gdf79404cd8, Yosys 0.63+post, stock flow scripts
make -C /OpenROAD-flow-scripts/flow DESIGN_CONFIG=/design/flow/config.mk WORK_HOME=/design/flow/orfs finish
[design/flow/config.mk]
export PLATFORM = sky130hd
export DESIGN_NAME = ALU
export DESIGN_NICKNAME = ALU
export VERILOG_FILES = /design/flow/design.v
export SDC_FILE = /design/flow/constraint.sdc
export NUM_CORES = 4
export LEC_CHECK = 1
export CORE_UTILIZATION = 30
[design/flow/constraint.sdc]
current_design ALU

set clk_period 15.3
set clk_io_pct 0.2

create_clock -name clk0 -period $clk_period

set non_clock_inputs [all_inputs -no_clocks]
set_input_delay [expr $clk_period * $clk_io_pct] -clock clk0 $non_clock_inputs
set_output_delay [expr $clk_period * $clk_io_pct] -clock clk0 [all_outputs]
==> impl_metrics.toml <==
# physical design summary
[final_timing]
max_freq_mhz = 90.3
hold_violations = 0
setup_violations = 0
timing.final.ws_setup_ns = 4.23
rsz0062_at_grt = "no"
final_max_slew_viol_count = 0
min_period_ns = 11.07
max_slew.worst_pin.slew_ns = 0.781
fin_tns_setup_ns = 0
relSlewSlack = 0.474
finalCritPeriodShare = 0.724

[run]
warnings = 101
drv_cap = 0

[power_and_ir_drop]
p_total_w = 0.000234
swShare = 0.575
p_seq_frac = 0
powerDensity_nw_per_um2 = 36.2
vdd_drop_max_mv = 0.0124
comb_power_share = 1.000
p_sw_w = 0.000135
p_leak_nw = 2.86
p_int_w = 0.0000994
p_clk_frac = 0

[worst_setup_path]
cp_cell_sequence = "clkdlybuf4s50_1 > ha_1 > inv_1 > fa_1 > nand2b_1 > a2111o_1 > nand3_2 > mux2i_1 > xnor2_1 > o21ai_0 > or4b_1 > or4_1 > or4_1 > nor4_1 > and4_1 > clkdlybuf4s50_1"
worstSetupPathType = "in2out"
crit_required_ns = 12.24
critPathArrivalTime_ns = 8.01
setup.worst_path.start_class = "input pin"
critPathCaptureType = "primary output"
slowest_stage = "clkdlybuf4s50_1"
max_stage_delay_ns = 0.54
cp_max_fo = 4

[grt]
grt_use_total = 0.219
use_met1 = 0.328
grt_max_degree = 38
grt_overflow = 0
grt_busiest_layer = "met2"
gr-usage-met3 = 0.0149
antenna_found_initial = 0
grtUsageMet2 = 0.346
grt_pass1_wl_um = 31300
grt_pass1_vias = 5658

[outcome]
outcome = "complete, no violations"

[placed_design]
place_hpwl_um = 16000
place_congestion = 1.00
io_buffers = 101
pre_cts_ws_ns = 4.32

[detailed_routing]
routed_wirelength_um = 19900
drc = 0
via_per_inst = 5.63
wl_per_cell_um = 18.1
dr.pass1.iters = 7
drt_iter0_drc = 635
num_antenna_cells = 0
vias = 6189
route.antenna.remaining_nets = 0

[die]
fp_util = 0.306
chipArea_um2 = 18100
boundaryPins = 101
rows = 48
die_w_um = 135
core_um2 = 17200
die_h_um = 135

[clocking]
cts.repair.resized = 0
post-cts-setup-buffer-count = 0
cts_hold_buffers = 0

[logic_synthesis]
synth_cells = 809
ys_area_um2 = 5280
top_cells_by_area = "ha_1, inv_1, a21oi_1"
synth.cells.most_frequent = "ha_1, inv_1, nor2_1"
synth.distinct_cells = 70
yosys.area.top_type = "ha_1"
syn_area_um2 = 5280
yosysWarnings = 1
post-synth-top-count-cell = "ha_1"
ys_seq_frac = 0
yosysTopAreaCellShare = 0.239
ys_cells = 809
avgSynthCellArea_um2 = 6.53

[finish]
final-seq-area_um2 = 0
num-clock-buffers = 0
numSequentialCells = 0
area_delta_synth_final_pct = 22.5
fill_cells = 1843
final_layout_size_suffix_gt1_frac = 0.0400

[min_path]
hold_path_class = "in2out"
## path summary, 6_finish.rpt
kind                  from           end  slack, ns  cells past startpoint
setup / recovery    in1[0]          Zero       4.23                     16
hold / removal    ALUop[1]  ALUresult[0]       7.38                      4
## routing by layer
layer  share of wire  vias to the layer above
li1                -                     3068
met1            0.48                     2818
met2            0.44                      263
met3           0.064                       40
met4           0.020                        0
met5               0                        -
## power by group through the flow
| stage | Sequential (W) | Clock [W] | Combinational (W) |
|---|---|---|---|
| after CTS | 0 | 0 | 0.000231 |
| after global routing | 0 | 0 | 0.000255 |
| final | 0 | 0 | 0.000234 |
## cell usage in the layout, fill, tap and decap left out, types with 10 or more instances in the layout
cell / instances
a31oi_1: 11
nor2_1: 83
xnor2_1: 18
nor3_1: 27
mux2i_1: 11
a21oi_1: 72
a21o_1: 10
o221ai_1: 13
nand3_1: 12
nand4_1: 13
ha_1: 101
o21ai_0: 56
clkdlybuf4s50_1: 101
o22ai_1: 13
nand2_1: 54
o211ai_1: 20
inv_1: 97
## logic make-up (layout without fill, tap and decap cells)
family / after synthesis / in the layout / share of synthesized area
AOI/OAI and AO/OA: 287 / 287 / 0.368
muxes: 12 / 12 / 0.0230
buffers and inverters: 143 / 209 / 0.103
adders and majority gates: 103 / 103 / 0.247
and+or+nand+nor: 243 / 243 / 0.224
xor gates and xnor gates: 21 / 21 / 0.0348
## metrics by stage
step | hold slack [ns] | utilization | cell area [um2] | instances
finish | 7.38 | 0.375 | 6470 | 1100
CTS | 7.37 | 0.375 | 6470 | 1100
detailed placement | 7.37 | 0.375 | 6470 | 1100
global placement | 7.37 | 0.375 | 6470 | 1100
floorplan | 6.25 | - | 5280 | 809
global route | 7.42 | 0.375 | 6470 | 1100
## worst max-delay path: cells and delay by family
family / cells / cell delay, ns
AOI/OAI and AO/OA: 2 / 0.60
buffers and inverters: 3 / 1.09
and+or+nand+nor: 7 / 2.40
xor gates and xnor gates: 1 / 0.15
adders and majority gates: 2 / 0.63
muxes: 1 / 0.09
## area by class of cell
| class | instances | area [um2] | area share |
|---|---|---|---|
| repair buffers | 110 | 1080 | 0.167 |
| multi-input cells | 666 | 4730 | 0.732 |
| well taps | 225 | 282 | 0.0435 |
| inverters | 99 | 372 | 0.0575 |
Power and IR drop assume default switching activity.
